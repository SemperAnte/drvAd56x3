==> /design/flow/run.sh <==
#!/bin/bash
# OpenROAD 26Q1-2900-gdf79404cd8, Yosys 0.63+post, stock flow scripts
make -C /OpenROAD-flow-scripts/flow DESIGN_CONFIG=/design/flow/config.mk WORK_HOME=/design/flow/orfs finish
==> /design/flow/config.mk <==
export PLATFORM = sky130hd
export DESIGN_NAME = drvAd56x3_hw
export DESIGN_NICKNAME = drvAd56x3_hw
export VERILOG_FILES = /design/flow/design.v
export SDC_FILE = /design/flow/constraint.sdc
export NUM_CORES = 4
export LEC_CHECK = 1
export CORE_UTILIZATION = 40
==> /design/flow/constraint.sdc <==
current_design drvAd56x3_hw

set clk_period 13.9
set clk_io_pct 0.2

create_clock -name clk0 -period $clk_period [get_ports {csi_clk}]

set non_clock_inputs [all_inputs -no_clocks]
set_input_delay [expr $clk_period * $clk_io_pct] -clock clk0 $non_clock_inputs
set_output_delay [expr $clk_period * $clk_io_pct] -clock clk0 [all_outputs]
==> /design/flow/design.v <==
module drvAd56x3    
   #( parameter SIGN_A = "UNSIGNED",  
                SIGN_B = "UNSIGNED",         
                DATA_WIDTH    = 14,   
                SCLK_DIVIDER  = 2,    
                SYNC_DURATION = 5)    
    (input logic                     clk,    
     input logic                     reset,
     input  logic            [2 : 0] avsAdr,
     input  logic                    avsWr,
     input  logic           [15 : 0] avsWrData,
     input  logic                    avsRd,
     output logic           [15 : 0] avsRdData,
     input  logic                    asiValid0,       
     input  logic [DATA_WIDTH-1 : 0] asiData0,
     output logic                    asiRdy0,    
     input  logic                    asiValid1,
     input  logic [DATA_WIDTH-1 : 0] asiData1,
     output logic                    asiRdy1, 
     output logic                    dacSync,         
     output logic                    dacSclk,         
     output logic                    dacDin);         
    logic          genSel;
    logic          chSwap;  
    logic [15 : 0] ceDivider;
    logic [15 : 0] incrRate0;
    logic [15 : 0] incrRate1;    
    logic                           genValid0, genValid1;
    logic signed [DATA_WIDTH-1 : 0] genData0, genData1;
    logic                           genRdy0, genRdy1;
    logic                           chValid0, chValid1;
    logic signed [DATA_WIDTH-1 : 0] chData0, chData1;
    logic                           chRdy0, chRdy1;    
    logic                           coreValid0, coreValid1;
    logic signed [DATA_WIDTH-1 : 0] coreData0, coreData1;
    logic                           coreRdy0, coreRdy1;
    drvAd56x3_parm
    drvAd56x3_parmInst
         (.clk      (clk      ),
          .reset    (reset    ),
          .avsAdr   (avsAdr   ),
          .avsWr    (avsWr    ),
          .avsWrData(avsWrData),
          .avsRd    (avsRd    ),
          .avsRdData(avsRdData),
          .genSel   (genSel   ),
          .chSwap   (chSwap   ),
          .ceDivider(ceDivider),
          .incrRate0(incrRate0),
          .incrRate1(incrRate1));
    drvAd56x3_gen
        #(.DATA_WIDTH(DATA_WIDTH))
    drvAd56x3_genInst
         (.clk      (clk      ),
          .reset    (reset    ),
          .ceDivider(ceDivider),
          .incrRate0(incrRate0),
          .incrRate1(incrRate1),
          .genValid0(genValid0),
          .genData0 (genData0 ),
          .genRdy0  (genRdy0  ),
          .genValid1(genValid1),
          .genData1 (genData1 ),
          .genRdy1  (genRdy1  ));
    drvAd56x3_core
       #(.SIGN_A       (SIGN_A       ),          
         .SIGN_B       (SIGN_B       ),                
         .DATA_WIDTH   (DATA_WIDTH   ),                  
         .SCLK_DIVIDER (SCLK_DIVIDER ), 
         .SYNC_DURATION(SYNC_DURATION))
    drvAd56x3_coreInst
        (.clk       (clk       ),
         .reset     (reset     ),
         .coreValid0(coreValid0),
         .coreData0 (coreData0 ),
         .coreRdy0  (coreRdy0  ),
         .coreValid1(coreValid1),
         .coreData1 (coreData1 ),
         .coreRdy1  (coreRdy1  ),
         .dacSync   (dacSync   ),
         .dacSclk   (dacSclk   ),
         .dacDin    (dacDin    ));
    assign chValid0 = (genSel) ? genValid0 : asiValid0;
    assign chData0  = (genSel) ? genData0  : asiData0;
    assign chValid1 = (genSel) ? genValid1 : asiValid1;
    assign chData1  = (genSel) ? genData1  : asiData1;    
    assign coreValid0 = (chSwap) ? chValid1 : chValid0;
    assign coreData0  = (chSwap) ? chData1  : chData0;
    assign coreValid1 = (chSwap) ? chValid0 : chValid1;
    assign coreData1  = (chSwap) ? chData0  : chData1;
    assign chRdy0 = (chSwap) ? coreRdy1 : coreRdy0;    
    assign chRdy1 = (chSwap) ? coreRdy0 : coreRdy1;
    assign genRdy0 = genSel & chRdy0;
    assign genRdy1 = genSel & chRdy1;    
    assign asiRdy0 = ~genSel & chRdy0;
    assign asiRdy1 = ~genSel & chRdy1;
endmodule
module drvAd56x3_core
   #( parameter SIGN_A = "UNSIGNED",  
                SIGN_B = "UNSIGNED",         
                DATA_WIDTH    = 14,   
                SCLK_DIVIDER  = 2,    
                SYNC_DURATION = 5)    
    (input logic                    clk,
     input logic                    reset,
     input logic                    coreValid0,
     input logic [DATA_WIDTH-1 : 0] coreData0,
     output logic                   coreRdy0,    
     input logic                    coreValid1,
     input logic [DATA_WIDTH-1 : 0] coreData1,
     output logic                   coreRdy1, 
     output logic                   dacSync,                                                   
     output logic                   dacSclk,    
     output logic                   dacDin);       
    localparam logic [2 : 0] COMMAND_WORD_A = 3'b000;  
    localparam logic [2 : 0] COMMAND_WORD_B = 3'b010;
    localparam logic [2 : 0] ADDRESS_WORD_A = 3'b000;
    localparam logic [2 : 0] ADDRESS_WORD_B = 3'b001;
    localparam XOR_A = (SIGN_A == "SIGNED") ? 1'b1 : 1'b0;
    localparam XOR_B = (SIGN_B == "SIGNED") ? 1'b1 : 1'b0;
    localparam SHIFT_WIDTH = 24;
    logic [SHIFT_WIDTH-1 : 0] shiftReg, shiftAReg, shiftBReg;  
    logic [$clog2(SHIFT_WIDTH)-1 : 0] shiftCnt;  
    logic [$clog2(SYNC_DURATION)-1 : 0] syncCnt;  
    logic startData;
    logic channel;   
    logic [DATA_WIDTH-1 : 0] dataAReg, dataBReg;  
    logic coreRdy;
    logic sclkSync;
    generate    
        if (SCLK_DIVIDER == 1) begin
            assign sclkSync = 1'b1;
            assign dacSclk = clk;
        end else if (SCLK_DIVIDER == 2) begin
            always_ff @(posedge clk, posedge reset)
            if (reset)
                sclkSync <= 1'b0;
            else 
                sclkSync <= ~sclkSync;            
            assign dacSclk = ~sclkSync;
        end else begin  
            initial begin
                if ((SCLK_DIVIDER % 2) != 0) begin  
                    $error("SCLK_DIVIDER must be even.");
                    $stop;
                end
            end
            logic [$clog2(SCLK_DIVIDER)-1 : 0] sclkCnt;
            always_ff @(posedge clk, posedge reset)
            if (reset) begin
                sclkCnt <= '0;
            end else begin
                if (sclkCnt == SCLK_DIVIDER-1)
                    sclkCnt <= '0;                    
                else
                    sclkCnt <= sclkCnt + 1;                                                        
            end
            assign sclkSync = (sclkCnt == SCLK_DIVIDER - 1) ? 1'b1 : 1'b0; 
            assign dacSclk = (sclkCnt <= SCLK_DIVIDER/2 - 1) ? 1'b1 : 1'b0;
        end
    endgenerate       
    always_ff @(posedge clk, posedge reset)
    if (reset) begin
        dataAReg  <= '0;
        dataBReg  <= '0;
        startData <= 1'b0;
    end else begin
        if (coreValid0 & coreRdy) begin
            dataAReg  <= coreData0;
            startData <= 1'b1;
        end else if (sclkSync) begin
            startData <= 1'b0;
        end
        if (coreValid1) begin
            dataBReg <= coreData1;
        end
    end
    always_comb
    begin
        shiftAReg <= {2'b00,  
                      COMMAND_WORD_A,
                      ADDRESS_WORD_A,
                      XOR_A ^ dataAReg[$left(dataAReg)],
                      dataAReg[$left(dataAReg)-1 : 0],
                      {16 - DATA_WIDTH{1'b0}}};
        shiftBReg <= {2'b00,
                      COMMAND_WORD_B,
                      ADDRESS_WORD_B,
                      XOR_B ^ dataBReg[$left(dataBReg)],
                      dataBReg[$left(dataBReg)-1 : 0],
                      {16 - DATA_WIDTH{1'b0}}};
    end       
    always_ff @(posedge clk, posedge reset)
    if (reset) begin
        shiftCnt <= '0;
        dacSync <= 1'b1;
        syncCnt <= '0;
        channel <= 1'b0;
        shiftReg <= '0;        
    end else begin        
        if (sclkSync) begin
            if (dacSync) begin  
                shiftCnt <= '0;                                
                if (syncCnt == SYNC_DURATION-1) begin
                    if (~channel) begin
                        shiftReg <= shiftAReg;
                        if (startData)
                            dacSync <= 1'b0;
                    end else begin
                        shiftReg <= shiftBReg;
                        dacSync <= 1'b0;
                    end
                end else begin
                    syncCnt <= syncCnt + 1'd1;
                end
            end else begin  
                syncCnt <= '0;
                shiftReg <= shiftReg << 1;
                shiftCnt <= shiftCnt + 1'd1;
                if (shiftCnt == SHIFT_WIDTH-1) begin                    
                    channel <= ~channel;   
                    dacSync <= 1'b1;
                end
            end            
        end
    end
    assign coreRdy = dacSync & ~channel & ~startData & (syncCnt == SYNC_DURATION - 1);
    assign coreRdy0 = coreRdy;
    assign coreRdy1 = coreRdy;
    assign dacDin = shiftReg[$left(shiftReg)];
endmodule
module drvAd56x3_gen
   #(parameter DATA_WIDTH = 14)
    (input  logic                           clk,
     input  logic                           reset,
     input logic                   [15 : 0] ceDivider,
     input logic signed            [15 : 0] incrRate0,
     input logic signed            [15 : 0] incrRate1,
     output logic                           genValid0,
     output logic signed [DATA_WIDTH-1 : 0] genData0,
     input  logic                           genRdy0,
     output logic                           genValid1,
     output logic signed [DATA_WIDTH-1 : 0] genData1,
     input  logic                           genRdy1);
    logic genValid;
    logic [15 : 0] cnt; 
    always_ff @(posedge clk, posedge reset)
    if (reset) begin        
        genData0 <= '0;
        genData1 <= '0;
        cnt      <= '0;
    end else begin
        if (cnt == ceDivider - 1'd1) begin
            if (genRdy0 & genRdy1) begin
                cnt      <= '0;
                genData0 <= genData0 + incrRate0[DATA_WIDTH-1 : 0];
                genData1 <= genData1 + incrRate1[DATA_WIDTH-1 : 0];
            end
        end else begin
            cnt <= cnt + 1'd1;
        end
    end
    assign genValid = genRdy0 & genRdy1 & (cnt == ceDivider - 1'd1);
    assign genValid0 = genValid;
    assign genValid1 = genValid;
endmodule
module drvAd56x3_hw
   #( parameter SIGN_A = "UNSIGNED",
                SIGN_B = "UNSIGNED",
                DATA_WIDTH    = 14,    
                SCLK_DIVIDER  = 2,   
                SYNC_DURATION = 5)    
    (input  logic                   csi_clk,
     input  logic                   rsi_reset,
     input  logic           [2 : 0] avs_dac_address,
     input  logic                   avs_dac_write,
     input  logic          [15 : 0] avs_dac_writedata,
     input  logic                   avs_dac_read,
     output logic          [15 : 0] avs_dac_readdata,
     input logic                    asi_dac_ch0_valid,
     input logic [DATA_WIDTH-1 : 0] asi_dac_ch0_data,
     output logic                   asi_dac_ch0_ready,
     input logic                    asi_dac_ch1_valid,
     input logic [DATA_WIDTH-1 : 0] asi_dac_ch1_data,
     output logic                   asi_dac_ch1_ready,
     output logic                   coe_dacSync,                                           
     output logic                   coe_dacSclk,              
     output logic                   coe_dacDin);
    drvAd56x3        
       #(.SIGN_A       (SIGN_A       ),          
         .SIGN_B       (SIGN_B       ),                
         .DATA_WIDTH   (DATA_WIDTH   ),                  
         .SCLK_DIVIDER (SCLK_DIVIDER ), 
         .SYNC_DURATION(SYNC_DURATION))
    drvAd56x3_inst
         (.clk      (csi_clk          ),
          .reset    (rsi_reset        ),
          .avsAdr   (avs_dac_address  ),
          .avsWr    (avs_dac_write    ),
          .avsWrData(avs_dac_writedata),
          .avsRd    (avs_dac_read     ),
          .avsRdData(avs_dac_readdata ),          
          .asiValid0(asi_dac_ch0_valid),          
          .asiData0 (asi_dac_ch0_data ), 
          .asiRdy0  (asi_dac_ch0_ready),
          .asiValid1(asi_dac_ch1_valid),
          .asiData1 (asi_dac_ch1_data ),
          .asiRdy1  (asi_dac_ch1_ready),
          .dacSync  (coe_dacSync      ),
          .dacSclk  (coe_dacSclk      ),
          .dacDin   (coe_dacDin       ));    
endmodule
module drvAd56x3_parm
    (input  logic                 clk,
     input  logic                 reset,
     input  logic         [2 : 0] avsAdr,
     input  logic                 avsWr,
     input  logic        [15 : 0] avsWrData,
     input  logic                 avsRd,
     output logic        [15 : 0] avsRdData,
     output logic                 genSel,
     output logic                 chSwap,
     output logic        [15 : 0] ceDivider,
     output logic signed [15 : 0] incrRate0,
     output logic signed [15 : 0] incrRate1);
    localparam logic DEFAULT_GEN_SEL = 1'b0;
    localparam logic DEFAULT_CH_SWAP = 1'b0;
    localparam int DEFAULT_CE_DIVIDER = 125;
    localparam int DEFAULT_INCR_RATE0 = +1;
    localparam int DEFAULT_INCR_RATE1 = -1;
    always_ff @(posedge clk, posedge reset)
    if (reset) begin
        avsRdData <= '0;
        genSel    <= DEFAULT_GEN_SEL;
        chSwap    <= DEFAULT_CH_SWAP;
        ceDivider <= (16)'(DEFAULT_CE_DIVIDER);
        incrRate0 <= (16)'(DEFAULT_INCR_RATE0);
        incrRate1 <= (16)'(DEFAULT_INCR_RATE1);
    end else begin
        if (avsWr) begin
            case (avsAdr)
                4'd0: begin
                    if (avsWrData[0]) begin
                        genSel    <= DEFAULT_GEN_SEL;
                        chSwap    <= DEFAULT_CH_SWAP;
                        ceDivider <= (16)'(DEFAULT_CE_DIVIDER);
                        incrRate0 <= (16)'(DEFAULT_INCR_RATE0);
                        incrRate1 <= (16)'(DEFAULT_INCR_RATE1);
                    end
                end
                4'd1: genSel    <= avsWrData[0];
                4'd2: chSwap    <= avsWrData[0];
                4'd3: ceDivider <= avsWrData;
                4'd4: incrRate0 <= avsWrData;
                4'd5: incrRate1 <= avsWrData;
                default: ;
            endcase            
        end
        if (avsRd) begin
            case (avsAdr)
                4'd1: avsRdData <= genSel;
                4'd2: avsRdData <= chSwap;
                4'd3: avsRdData <= ceDivider;
                4'd4: avsRdData <= incrRate0;
                4'd5: avsRdData <= incrRate1;
                default: avsRdData <= '0;
            endcase        
        end
    end
endmodule
==> flow_summary.yaml <==
# physical design summary
die:
  chipWidth_um: 158.4
  initCoreUtil_pct: 41.20
  chipArea_um2: 25100
  die_h_um: 158.4
  core_um2: 23750
  ios: 74
  rows: 56
yosys:
  yosys-stat-cells: 915
  syn_area_um2: 9787
  yosys_most_used_dff: "dfrtp_1"
  yosysWarnings: 3
  postSynthAreaPerCell_um2: 10.70
  synth-async-reset-ratio_pct: 100.0
  topCellsByArea: "dfrtp_1 38%, dfstp_2 6.4%, mux4_2 6.4%, mux2_1 5.1%, mux2i_1 4.1%"
  ys_seq_share_pct: 44.29
  synthCells: 915
  edf_count: 0
  synth_top_area_share_pct: 37.84
  ys_area_um2: 9787
  synth_cell_types: 65
  synth_flops: 172
  largest_area_cell: "dfrtp_1"
hold_path:
  hp-class: "reg2reg"
  hold_path.startpoint: "drvAd56x3_inst.drvAd56x3_coreInst.shiftReg[7]"
  hold_depth: 2
  hold_end: "drvAd56x3_inst.drvAd56x3_coreInst.shiftReg[7]"
cts:
  cts_root_buffer: "clkbuf_16"
  post_cts_buffers: 0
  cts_max_level: 4
  clk_pin_slew_worst_paths_ns: 0.07
  clock_sinks: 172
  cts_made_buffers: 17
  cts_hold_buf: 0
  clockBufferDepth: 2
  cts_resized: 0
  clk_latency_ns: 0.42
  cts_tree: "done"
worst_setup_path:
  end_kind: "primary output"
  reg2reg_to: "drvAd56x3_inst.drvAd56x3_genInst.genData1[6]"
  reg2reg_slack_ns: 9.90
  cp-start-kind: "register"
  crit_arrival_ns: 2.50
  reg2reg_depth: 10
  max_stage_delay_ns: 0.95
  critPathSlowestCell: "dfstp_2"
  path_class: "reg2out"
  worstPathMaxFanout: 40
  crit_required_ns: 11.12
  cp_cell_sequence: "and3_1 -> nand2_1 -> nor2_1 -> clkdlybuf4s50_1"
  reg2reg_from: "drvAd56x3_inst.drvAd56x3_parmInst.ceDivider[1]"
final_timing:
  whs_ns: 0.4755
  hold_viol: 0
  clock.fmax_ghz: 0.1893
  slew_viol_final: 0
  maxSlewHeadroom_pct: 42.08
  rsz0062_at_grt: "no"
  finClkSkew_ns: 0.01169
  period_used_pct: 38.01
  setup-violations-final: 0
  min_period_ns: 5.284
  worst_slew_pin_slew_ns: 0.8657
  setup_tns_ns: 0
routing:
  postRouteWirelength_mm: 22.85
  via_count: 7204
  ant_nets: 0
  n_antenna_cell: 0
  wl_per_cell_um: 17.62
  first_iter_violations: 615
  vias_per_cell: 5.554
  drc: 0
  firstDrtPassIters: 4
global_route:
  antenna_found_initial: 0
  grt_first_pass_wirelength_mm: 37.58
  grt_usage_pct: 20.11
  grt_max_degree: 52
  grt-ovfl-total: 0
  grt_pass1_vias: 6987
final_layout:
  regArea_um2: 4335
  fill_cells: 2134
  finalInstanceArea_um2: 11370
  finish.utilization_pct: 47.88
  logic_area_um2: 5055
  area_delta_synth_final_pct: 16.21
  layout-drive-gt1-share_pct: 12.07
placement:
  dpl-instance-area_um2: 10780
  place_congestion: 0.9032
  portBuffers: 73
  dpl.hpwl_mm: 16.32
power_and_ir_drop:
  irDropWorstVdd_uv: 63.58
  p_clk_share_pct: 33.9
  internal_power_w: 0.001003
  switching_share_pct: 29.23
  p_seq_share_pct: 45.4
  p_comb_share_pct: 20.7
  p_sw_w: 0.0004142
  p_leak_nw: 5.015
  power_density_nw_per_um2: 124.6
job:
  maxCapViolations: 0
  tool_warnings: 26
outcome:
  outcome: "finished clean"
layout by cell type, fill, tap and decap left out, drive strengths merged, types with 4 or more instances in the layout:
cell           count
ha                31
or3                5
clkinv             5
a21o               5
clkdlybuf4s50     73
o22ai             18
mux4              28
o211ai             4
nand2             79
nand2b             8
nor2b              7
nor3              16
o21ai             69
a31oi              9
dfrtp            148
and2               4
nor2              48
buf               13
inv               43
xnor2             33
clkbuf            20
and3              11
a21boi             5
xor2              15
nand3             14
mux2              56
a22o              30
nand4              8
a21oi             43
o22a              20
mux2i             40
dfstp             24
registers in the layout, summed over array words and instances, names as in the netlist, 5 cells and up:
signal	count
drvAd56x3_inst.drvAd56x3_coreInst.dataAReg	14
drvAd56x3_inst.drvAd56x3_coreInst.shiftCnt	5
drvAd56x3_inst.drvAd56x3_coreInst.dataBReg	14
drvAd56x3_inst.drvAd56x3_genInst.cnt	16
drvAd56x3_inst.drvAd56x3_genInst.genData1	14
drvAd56x3_inst.drvAd56x3_parmInst.incrRate0	16
drvAd56x3_inst.drvAd56x3_coreInst.shiftReg	22
drvAd56x3_inst.drvAd56x3_parmInst.incrRate1	16
drvAd56x3_inst.drvAd56x3_parmInst.ceDivider	16
drvAd56x3_inst.drvAd56x3_genInst.genData0	14
drvAd56x3_inst.drvAd56x3_parmInst.avsRdData	16
synth_stat cells, types with 3 or more instances:
| cell type | count |
|---|---|
| dfrtp_1 | 148 |
| nand2_1 | 78 |
| o21ai_0 | 68 |
| nor2_1 | 47 |
| mux2_1 | 44 |
| a21oi_1 | 43 |
| clkbuf_1 | 42 |
| inv_1 | 41 |
| mux2i_1 | 40 |
| xnor2_1 | 33 |
| ha_1 | 31 |
| a22o_1 | 30 |
| mux4_2 | 28 |
| dfstp_2 | 24 |
| o22a_1 | 20 |
| o22ai_1 | 17 |
| nor3_1 | 16 |
| xor2_1 | 15 |
| nand3_1 | 14 |
| mux2_2 | 12 |
| and3_1 | 11 |
| a31oi_1 | 9 |
| nand2b_1 | 8 |
| nand4_1 | 8 |
| nor2b_1 | 7 |
| a21boi_0 | 5 |
| a21o_1 | 5 |
| or3_1 | 5 |
| and2_1 | 4 |
| buf_1 | 4 |
| o211ai_1 | 4 |
| a211oi_1 | 3 |
| buf_2 | 3 |
| buf_4 | 3 |
| buf_6 | 3 |
| o21a_1 | 3 |
| or4_1 | 3 |
worst max-delay path: cells and delay by family, from the launching register on:
family / cells / cell delay, ns
DFF: 1 / 0.95
and+or+nand+nor: 3 / 0.62
buffers and inverters: 1 / 0.51
routing by layer:
| metal | GRT usage [%] | vias up | part of all wire (%) |
|---|---|---|---|
| li1 | - | 3452 | - |
| met1 | 33.58 | 3533 | 50 |
| met2 | 28.03 | 205 | 42 |
| met3 | 5.320 | 14 | 7.0 |
| met4 | 2.106 | 0 | 1.2 |
| met5 | 0 | - | 0 |
power groups by stage:
stage         logic, W  registers [W]  clock network, W
global route  0.000331       0.000653          0.000509
finish        0.000294       0.000643          0.000480
CTS           0.000297       0.000643          0.000490
through the flow:
stage                     instances   power, W  setup WS (ns)
final                          1297   0.001417          8.616
after global routing           1297   0.001493          8.401
after CTS                      1297   0.001429          8.550
after detailed placement       1265  0.0009448          8.917
after global placement         1265  0.0009417          8.966
after floorplan                 915  0.0008520          6.500
area by class of cell:
type	count	area share, %
flip-flops and latches	172	38.12
clock inverters	12	1.232
multi-input cells	647	44.44
repair buffers	86	7.283
well taps	319	3.509
clock buffers	20	4.015
inverters	41	1.397
worst max path at each step:
stage	end	from	cells past startpoint	slack, ns
after global routing	asi_dac_ch0_ready	drvAd56x3_inst.drvAd56x3_coreInst.dacSync	4	8.40
final	asi_dac_ch0_ready	drvAd56x3_inst.drvAd56x3_coreInst.dacSync	4	8.62
after CTS	asi_dac_ch0_ready	drvAd56x3_inst.drvAd56x3_coreInst.dacSync	4	8.55
cell families after synthesis:
family | synth area share [%]
flops | 44.29
mux | 16.98
fa+ha+maj | 4.372
buf+inv | 4.065
simple gates | 10.25
xor+xnor | 4.296
compound gates | 15.75
No activity file was given, so power comes from the tool's default toggle rates.
